<file path="flow/config.mk">
export PLATFORM = sky130hd
export DESIGN_NAME = multiplexerNbitv1
export DESIGN_NICKNAME = multiplexerNbitv1
export VERILOG_FILES = /design/flow/design.v
export SDC_FILE = /design/flow/constraint.sdc
export NUM_CORES = 4
export LEC_CHECK = 1
export CORE_UTILIZATION = 30
</file>
<file path="flow/constraint.sdc">
current_design multiplexerNbitv1

set clk_period 6.8
set clk_io_pct 0.2

create_clock -name clk0 -period $clk_period

set non_clock_inputs [all_inputs -no_clocks]
set_input_delay [expr $clk_period * $clk_io_pct] -clock clk0 $non_clock_inputs
set_output_delay [expr $clk_period * $clk_io_pct] -clock clk0 [all_outputs]
</file>
<file path="flow/design.v">
module multiplexerNbitv1 #(parameter N = 8)
    (
        input   logic unsigned [N-1:0] a, b,
        output  logic unsigned [2*N-1:0] mul);
    always_comb
    begin
        mul = a*b;
    end
endmodule
</file>
<file path="flow/run.sh">
#!/bin/bash
# OpenROAD 26Q1-2900-gdf79404cd8, Yosys 0.63+post, stock flow scripts
make -C /OpenROAD-flow-scripts/flow DESIGN_CONFIG=/design/flow/config.mk WORK_HOME=/design/flow/orfs finish
</file>
==> impl_metrics.py <==
# Synthesis and PnR figures
metrics = {
    "power_and_ir_drop": {
        "power.net_switching_mw": 0.3303,
        "pwr-share-seq_pct": 0,
        "static-leakage-power_nw": 1.565,
        "pwr-share-clk_pct": 0,
        "p_total_mw": 0.8012,
        "powerDensity_nw_per_um2": 275.2,
        "power.internal_mw": 0.4709,
        "ir_worst_vdd_uv": 151.5,
        "pwr-share-comb_pct": 100.0,
        "p_sw_share_pct": 41.23,
    },
    "sta": {
        "setup_tns_ns": 0,
        "setup_violations": 0,
        "setup_slack_ns": 0.1705,
        "whs_ns": 3.395,
        "worst_pin_slew_ns": 0.3888,
        "hold_violations": 0,
        "layout_worst_path_cycle_share_pct": 97.49,
        "period_minus_slack_ns": 6.630,
        "maxSlewHeadroom_pct": 73.75,
        "fmax_mhz": 150.8,
        "finalMaxSlewViolations": 0,
    },
    "critical_path": {
        "path_max_fanout": 6,
        "cp-end-kind": "output pin",
        "crit_path_top_delay_cell": "fa_1",
        "required_ns": 5.44,
        "start_kind": "primary input",
        "path_class": "in -> out",
        "slowest_delay_ns": 0.54,
        "cpMostUsedCell": "fa_1",
        "path_cells": "buf_2 > buf_4 > and2_1 > fa_2 > fa_1 > inv_1 > fa_1 > fa_1 > inv_1 > ha_4 > a211o_1 > o211ai_1 > nor3b_2 > xnor2_1 > dlygate4sd2_1",
        "arrival_ns": 5.27,
    },
    "synthesis": {
        "mux_area_share_pct": 0,
        "top_logic_kind": "adder cells",
        "ys_area_um2": 2107,
        "synthCells": 243,
        "xor_area_share_pct": 4.572,
        "synth_area_um2": 2107,
        "ys_sh_adder_pct": 55.58,
        "synth_cell_types": 28,
        "postSynthSeqShare_pct": 0,
        "yosysWarnings": 1,
        "synthAoiAreaFrac_pct": 8.135,
        "yosys_cells": 243,
        "ys_sh_simple_pct": 22.98,
        "avgSynthCellArea_um2": 8.671,
    },
    "die": {
        "fp_util_pct": 31.01,
        "chipArea_um2": 7363,
        "coreArea_um2": 6794,
        "ios": 32,
        "die_x_um": 85.81,
        "die_h_um": 85.81,
        "placementRows": 30,
    },
    "placement": {
        "gp_congestion": 0.8272,
        "post-place-ws_ns": -0.6145,
        "dpl.hpwl_mm": 3.742,
        "io_buffers": 32,
        "dp.cells": 407,
    },
    "routing": {
        "finalWirelength_mm": 4.220,
        "wl_per_cell_um": 10.29,
        "num_antenna_cells": 0,
        "dr.pass1.iters": 4,
        "drt_drc_violations_left": 0,
        "drt_iter0_drc": 27,
        "vias": 1800,
        "ant_nets": 0,
        "vias_per_cell": 4.390,
    },
    "layout": {
        "fin_cells": 410,
        "nFillCells": 686,
        "regArea_um2": 0,
        "syn2layout_area_growth_pct": 38.18,
        "logic_area_um2": 2048,
        "num-clock-buffers": 0,
        "drive_gt1_share_pct": 24.52,
        "flops": 0,
    },
    "status": {
        "status": "completed",
    },
    "global_route": {
        "grt_max_degree": 9,
        "grt_pass1_wl_mm": 7.741,
        "grt_usage_pct": 13.14,
        "overflow": 0,
        "grt_pass1_vias": 1732,
        "grt_antenna_before_repair": 0,
    },
    "min_path": {
        "min_from": "a[0]",
        "min_path_cells": 3,
        "hold_end": "mul[0]",
        "hold_path.class": "in -> out",
    },
    "flow_run": {
        "maxCapViolations": 0,
        "warnings": 32,
    },
}
==> kinds of logic (layout without fill, tap and decap cells) <==
kind of cell,count (synthesis),in the layout
AND-OR/OR-AND,23,23
XOR/XNOR,11,11
adder cells (fa/ha/maj),72,72
buffers and inverters,49,120
AND/OR/NAND/NOR,88,88
==> placed cells by master, fill, tap and decap left out, types with 2 or more instances in the layout <==
master / n
a21oi_1: 2
xnor2_1: 5
clkdlybuf4s50_1: 9
inv_1: 48
a211o_1: 3
o21a_1: 4
nor2b_1: 2
o211ai_1: 2
a21oi_2: 3
clkbuf_2: 2
xor2_1: 4
nor2_1: 5
ha_4: 3
and3_1: 3
fa_1: 35
buf_2: 9
nand2_1: 22
and2_1: 44
dlygate4sd2_1: 6
buf_4: 39
dlymetal6s2s_1: 4
ha_1: 33
and2_4: 4
xnor2_2: 2
==> worst max path at each step <==
stage	start	endpoint	slack, ns	cells past startpoint
after global routing	b[4]	mul[8]	-0.002	16
after CTS	a[3]	mul[13]	0.02	17
final	b[4]	mul[12]	0.17	15
==> synthesized netlist by cell type (all sizes together) (4+ instances only) <==
cell type / instances / area share, %
o21a: 4 / 1.4
and2: 48 / 14
nor2: 6 / 1.1
nand2: 23 / 4.1
inv: 49 / 8.7
fa: 36 / 34
ha: 36 / 21
xor2: 4 / 1.7
xnor2: 7 / 2.9
a21oi: 5 / 1.2
==> per-layer routing <==
metal | vias up | global-route usage [%] | wire length, µm
met1 | 861 | 22.25 | 2157
met2 | 31 | 20.15 | 1900
met3 | 0 | 1.074 | 163
li1 | 908 | - | -
met4 | 0 | 0 | 0
met5 | - | 0 | 0
==> power by group through the flow <==
stage | sequential [mW] | clock [mW] | combinational, mW
after global routing | 0 | 0 | 0.907
final | 0 | 0 | 0.801
after CTS | 0 | 0 | 0.797
==> worst max-delay path, delay by kind of cell <==
family	cells	cell delay, ns
adder cells (fa/ha/maj)	5	2.16
buffers and inverters	5	0.61
AND/OR/NAND/NOR	2	0.41
XOR/XNOR	1	0.15
AND-OR/OR-AND	2	0.58
==> final cells by class <==
class / count / share of cell area [%]
well taps: 96 / 4.125
repair buffers: 71 / 19.21
inverters: 49 / 6.317
multi-input cells: 194 / 70.35
==> what timing repair did <==
item | in CTS | in global routing
pin swaps | 25 | 16
hold buffers | 0 | 0
setup buffers | 4 | 1
resized | 71 | 14
endpoints found under the setup margin | 9 | 5
==> metrics by stage <==
step,util [%],area [µm²]
6_report,42.85,2912
5_1_grt,42.85,2912
4_1_cts,42.38,2879
3_5_place_dp,41.47,2818
3_3_place_gp,41.47,2818
2_1_floorplan,-,2107
Power is estimated from default activity; no workload was simulated.
