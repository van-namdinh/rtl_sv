## ./design.v

```verilog
module add2num(sum2num,a,b);
output  integer  sum2num;
input   integer  a;
input   integer  b;
assign sum2num = a+b;
endmodule
```

## ./constraint.sdc

```tcl
current_design add2num

set clk_period 18.1
set clk_io_pct 0.2

create_clock -name clk0 -period $clk_period

set non_clock_inputs [all_inputs -no_clocks]
set_input_delay [expr $clk_period * $clk_io_pct] -clock clk0 $non_clock_inputs
set_output_delay [expr $clk_period * $clk_io_pct] -clock clk0 [all_outputs]
```

## ./run.sh

```bash
#!/bin/bash
# OpenROAD 26Q1-2900-gdf79404cd8, Yosys 0.63+post, stock flow scripts
make -C /OpenROAD-flow-scripts/flow DESIGN_CONFIG=/design/flow/config.mk WORK_HOME=/design/flow/orfs finish
```

## ./config.mk

```make
export PLATFORM = sky130hd
export DESIGN_NAME = add2num
export DESIGN_NICKNAME = add2num
export VERILOG_FILES = /design/flow/design.v
export SDC_FILE = /design/flow/constraint.sdc
export NUM_CORES = 4
export LEC_CHECK = 1
export CORE_AREA = 10 10 107 107
export DIE_AREA = 0 0 117 117
```

==> results.toml <==
# physical design summary
[pwr]
finalPower_w = 0.0001087
p_leak_nw = 1.176
ir_worst_vdd_uv = 15.18
p_per_area_nw_per_um2 = 38.83

[synth]
yosys-top-cells-area = "ha_1 22%, a21oi_1 8.3%, a21o_1 8.2%"
syn_avg_cell_area_sq_um = 7.237
synth_top_cell_by_area = "ha_1"
yosysMostFrequentCell = "ha_1"
synth-area-yosys_sq_um = 1744
ys_warn_count = 0
syn_area_sq_um = 1744
yosys-top-cells-count = "31 x ha_1, 29 x a21oi_1, 19 x a21o_1"
ys_seq_frac = 0
yosysTopAreaCellShare = 0.2224
yosysUniqueCellTypes = 50
ys_cells = 241
synth_cells = 241

[die]
dieWidth_um = 117
io_pins = 96
core_sq_um = 9196
fp_util = 0.1897
rows = 35
die_h_um = 117
die_area_sq_um = 13690

[finish]
drive_above_1_share = 0.03067
fillers = 985
numSequentialCells = 0
layout.area.comb_sq_um = 1678
seq_area_sq_um = 0
clock_buffers = 0
syn2layout_area_growth_pct = 60.55

[critical_path]
crit_path_end_kind = "output pin"
cp-start-kind = "input port"
critPathSlowestCell = "clkdlybuf4s50_1"
cp.depth = 11
worstPathCellList = "clkdlybuf4s50_1, ha_1, fa_1, a21o_1, a31o_2, nand3_1, o221ai_1, a311oi_1, o21bai_1, xor2_1, clkdlybuf4s50_1"
cp_max_fo = 4
crit_family = "AND-OR/OR-AND gates"
crit_required_ns = 14.48
crit_path_end = "sum2num[26]"
crit_buf_inv = 2
cp.arrival_ns = 6.61
criticalPathCategory = "input port to output pin"
crit_top_cell = "clkdlybuf4s50_1"
cp-startpoint = "a[0]"
slowest_delay_ns = 0.50

[sta]
setup_viol_count_final = 0
grt_setup_unrepaired = "false"
finalClockPeriodUsage = 0.5654
slew-limit-headroom = 0.6156
finalHoldViolCount = 0
setup_tns_ns = 0
fin_ws_ns = 7.867
min_period_ns = 10.23
slew_viol_final = 0
fmax_mhz = 97.72
worst_pin_slew_ns = 0.5621

[cts]
cts_resized = 0
hold_buffers = 0
post_cts_buffers = 0

[routing]
routed_via_density = 4.851
drtAntennaViolNets = 0
vias = 2120
drt-total-wl_mm = 6.398
wire_per_inst_um = 14.64
drt_iter0_drc = 83
n_antenna_cell = 0
drcViolationCount = 0
dr.pass1.iters = 6

[outcome]
outcome = "completed"

[grt]
first_global_vias = 2103
grt_max_degree = 11
antenna_found_initial = 0
overflow = 0
grtUsageTotal = 0.08953
grt_pass1_wl_mm = 10.20

[place]
dp_slack_ns = 7.872
io_buffers = 96
gp_congestion = 0.8280
hpwl_mm = 5.601

[flow_run]
max-cap-violations = 0
openroad.warnings = 32

[min_path]
hold_class = "input port to output pin"
## power by group
group / switching [W] / leakage, nW / internal [W]
clock network: 0 / 0 / 0
logic: 0.0000442 / 1.18 / 0.0000645
registers: 0 / 0 / 0
## kinds of logic (layout without fill, tap and decap cells)
family / Yosys count / in the layout / synth area share
simple gates: 65 / 65 / 0.1829
fa+ha+maj: 32 / 32 / 0.2339
compound gates: 97 / 97 / 0.3931
buf+inv: 17 / 102 / 0.03802
mux: 2 / 2 / 0.01148
xor+xnor: 28 / 28 / 0.1406
## routing by layer
| metal | vias to the layer above | wire [um] | GRT usage |
|---|---|---|---|
| li1 | 1092 | - | - |
| met1 | 963 | 2841 | 0.1144 |
| met2 | 63 | 2881 | 0.1507 |
| met3 | 2 | 661 | 0.03044 |
| met4 | 0 | 14 | 0.002471 |
| met5 | - | 0 | 0 |
## cell usage in the layout (no fill, tap or decap), types with 2 or more instances in the layout
master,Yosys,layout
o21a_1,2,2
ha_1,31,31
or2_2,3,3
a31oi_1,3,3
o21ai_0,13,13
mux2i_1,2,2
nor2_1,12,12
a311oi_1,2,2
xor2_1,15,15
nor3_1,4,4
nand3_1,10,10
xnor2_1,13,13
a21oi_1,29,29
o21bai_1,4,4
o221ai_1,2,2
o311ai_1,2,2
nand2b_1,2,2
clkdlybuf4s50_1,0,96
a21o_1,19,19
inv_1,6,6
o211ai_1,3,3
nand2_1,18,18
a211oi_1,3,3
nand4_1,8,8
## stage by stage
| step | utilization | cell area, sq um | hold WS, ns | cells |
|---|---|---|---|---|
| 2_1_floorplan | - | 1744 | 7.312 | 241 |
| 3_3_place_gp | 0.3045 | 2800 | 8.271 | 437 |
| 3_5_place_dp | 0.3045 | 2800 | 8.281 | 437 |
| 4_1_cts | 0.3045 | 2800 | 8.281 | 437 |
| 5_1_grt | 0.3045 | 2800 | 8.309 | 437 |
| 6_report | 0.3045 | 2800 | 8.269 | 437 |
## final cells by class
cell class	instances	area share
Tap cell	111	0.04960
Timing Repair Buffer	96	0.3432
Multi-Input combinational cell	224	0.5992
Inverter	6	0.008043
## worst min-delay path by stage
stage         startpoint         end  slack [ns]  cells after the start
global route        a[0]  sum2num[0]        8.31                      3
finish              b[0]  sum2num[0]        8.27                      3
CTS                 b[0]  sum2num[0]        8.28                      3
Power is estimated from default activity; no workload was simulated.
