==> design/flow/design.v <==
module  mux2
    #(parameter width = 8)
    (   input   logic[width - 1:0]  d0, d1,
        input   logic               s,
        output  logic[width - 1:0] y);
    assign y = s ? d1:d0;
    endmodule
module mux412(
    input   logic[11:0] d0,d1,d2,d3,
    input   logic[1:0] s,
    output  logic[11:0] y);
    logic[11:0] low, hi;
    mux2 #(12) lowmux(d0,d1,s[0],low);
    mux2 #(12) himux(d2,d3,s[0],hi);
    mux2 #(12) outmux(low,hi,s[1],y);
    endmodule
==> design/flow/run.sh <==
#!/bin/bash
# OpenROAD 26Q1-2900-gdf79404cd8, Yosys 0.63+post, stock flow scripts
make -C /OpenROAD-flow-scripts/flow DESIGN_CONFIG=/design/flow/config.mk WORK_HOME=/design/flow/orfs finish
==> design/flow/config.mk <==
export PLATFORM = sky130hd
export DESIGN_NAME = mux412
export DESIGN_NICKNAME = mux412
export VERILOG_FILES = /design/flow/design.v
export SDC_FILE = /design/flow/constraint.sdc
export NUM_CORES = 4
export LEC_CHECK = 1
export CORE_AREA = 10 10 70 70
export DIE_AREA = 0 0 80 80
==> design/flow/constraint.sdc <==
current_design mux412

set clk_period 1.0
set clk_io_pct 0.2

create_clock -name clk0 -period $clk_period

set non_clock_inputs [all_inputs -no_clocks]
set_input_delay [expr $clk_period * $clk_io_pct] -clock clk0 $non_clock_inputs
set_output_delay [expr $clk_period * $clk_io_pct] -clock clk0 [all_outputs]
==> job_summary.md <==
## PnR job results

| Metric | Value |
|---|---|
| Pwr dens | 338 mW/mm^2 |
| Layout cells sized above 1 | 38.0% |
| Max FO, Critical Path | 5 |
| Cell breakdown of the critical path | buf_8 > buf_8 > mux4_2 > buf_2 |
| Logic pwr share | 100.0% |
| Chip Width | 80 um |
| Overall power | 304 uW |
| RePlAce Congestion | 0.808 |
| Total global-route track usage | 5.85% |
| CLK BUF | 0 |
| Max Slew Vio Count | 0 |
| Synth cell types | 4 |
| P&R area growth vs syn | 205% |
| Grt total ovfl | 0 |
| VDD IR-drop max | 0.137 mV |
| Fin crit period | 1230 ps |
| Hold Path Class | in2out |
| Crit. End Element | primary output |
| CP startpoint kind | input pin |
| Slew HR | 92.9% |
| Worst EP arrival | 1030 ps |
| Pleak | 0.000418 uW |
| Number of max-cap violations | 0 |
| Chip area | 0.00640 mm^2 |
| Fp util | 8.61% |
| Vias in the first global route | 502 |
| Largest net degree at the start of global routing | 8 |
| Via/cell ratio | 3.52 |
| Final hold viol count | 0 |
| Synth Seq Share | 0% |
| FFs & Latches | 0 |
| Top delay family on crit path | multiplexers |
| Final period util | 123% |
| Setup Crit Path Kind | in2out |
| Core ar. | 0.00342 mm^2 |
| Internal power | 230 uW |
| Post-DP HPWL | 1890 um |
| I/O Pins | 62 |
| Fillcell total | 395 |
| Hold_buf cts | 0 |
| Fin Setup TNS | -2550 ps |
| Worst hold start | d3[11] |
| Sw Pwr | 73.3 uW |
| CP bufs+invs | 3 |
| Status | finished, violations left |
| WL final | 1970 um |
| Post-Syn Instances | 14 |
| YS chip area | 294 um^2 |
| Diode count | 0 |
| Critical Path Max Stage Delay | 500 ps |
| First-pass GRT wire length | 2870 um |
| Worst path required time | 800 ps |
| Failing checks | negative setup slack |
| Height of the die | 80 um |
| Total tool warning count | 34 |
| Initial antenna violation count | 0 |
| DR WL/cell | 15.8 um |
| Iteration-0 DRC Markers | 3 |
| Worst path slowest cell | mux4_2 |
| Register share of total power | 0% |
| Fmax | 0.815 GHz |
| Cell mode on critical path | buf_8 |
| Post-Syn Area | 294 um^2 |
| WHS | 863 ps |
| Mean area per synthesized cell | 21.0 um^2 |
| Final Util | 26.3% |
| RSZ-0062 raised after global routing | yes |
| Antenna Nets Post-Route | 0 |
| Sequential Area | 0 um^2 |
| Row count | 21 |
| Setup ws final | -227 ps |
| Setup violators final | 12 |
| Slew @ Worst Pin | 107 ps |
| Drt first pass iters | 3 |
| Yosys cell count | 14 |
| Clock share of power | 0% |
| Worst Setup SP | s[0] |
| Port Buffers | 62 |
| Switching share of total power | 24.1% |
| DR vias | 440 |
| # DRC | 0 |
| Syn. warnings | 0 |
[power groups by stage]
stage     combinational, uW  clock, uW  sequential (uW)
4_1_cts                 309          0                0
5_1_grt                 329          0                0
6_report                304          0                0
[cell usage in the layout, fill, tap and decap left out]
| cell | count |
|---|---|
| buf_2 | 12 |
| buf_4 | 1 |
| buf_6 | 2 |
| buf_8 | 3 |
| clkdlybuf4s15_1 | 4 |
| dlygate4sd2_1 | 45 |
| mux4_2 | 12 |
[synth_stat cells, drive strengths merged]
library cell / n / share of area (%)
mux4: 12 / 94
buf: 2 / 5.5
[cell families (layout without fill, tap and decap cells)]
logic type  Yosys count  in the layout  synth area share [%]
mux                  12             12                  94.5
buf+inv               2             67                  5.53
[metrics by stage]
| step | instance area, um^2 | cells | worst slack (ps) |
|---|---|---|---|
| global route | 897 | 125 | -259 |
| finish | 897 | 125 | -227 |
| CTS | 893 | 125 | -236 |
| detailed placement | 986 | 124 | -1110 |
| global placement | 986 | 124 | -1110 |
| floorplan | 298 | 14 | 5.18 |
[final timing paths]
kind              endpoint  cells past startpoint  slack (ps)
setup / recovery      y[3]                      4        -230
hold / removal       y[11]                      3         860
[final cells by class]
class	instances	area, um^2	share of cell area [%]
Multi-Input combinational cell	12	270	30.1
Tap cell	46	57.6	6.42
Timing Repair Buffer	67	569	63.5
[what timing repair did]
| action | 4_1_cts | 5_1_grt |
|---|---|---|
| endpoints found under the setup margin | 12 | 12 |
| setup buffers | 1 | 0 |
| resized | 104 | 1 |
| hold endpoints to repair | 0 | 0 |
[layer usage]
metal	track usage, %	up-vias	routed length [um]
met5	0	-	0
met4	0.704	0	27
met3	1.02	2	79
met2	13.0	14	1330
met1	5.12	218	537
li1	-	206	-
Power figures rest on the tool's default switching activity, not on a simulated workload.
